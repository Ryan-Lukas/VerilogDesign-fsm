[/design/flow/design.v]
module FSM(Switch, Button,Clock, Output);
	input Clock;
	input [1:0] Switch, Button;
	output reg [6:0] Output;
	reg [8:0] NS,PS;
	parameter [7:0] S0= 8'd0, S1 = 8'd1, S2 = 8'd2,S3 =  8'd3, S4 =  8'd4, S5 =  8'd5,  S6 =  8'd6, S7 =  8'd7, S8 =  8'd8, S9 =  8'd9,
	S10= 8'd10, S11 = 8'd11, S12 = 8'd12,S13 =  8'd13, S14 =  8'd14, S15 =  8'd15,  S16 =  8'd16, S17 =  8'd17, S18 =  8'd18, S19 =  8'd19,
	S20= 8'd20, S21 = 8'd21, S22 = 8'd22,S23 =  8'd23, S24 =  8'd24, S25 =  8'd25,  S26 =  8'd26, S27 =  8'd27, S28 =  8'd28, S29 =  8'd29,
	S30= 8'd30, S31 = 8'd31, S32 = 8'd32,S33 =  8'd33, S34 =  8'd34, S35 =  8'd35,  S36 =  8'd36, S37 =  8'd37, S38 =  8'd38, S39 =  8'd39,
	S40= 8'd40, S41 = 8'd41, S42 = 8'd42,S43 =  8'd43, S44 =  8'd44, S45 =  8'd45,  S46 =  8'd46, S47 =  8'd47, S48 =  8'd48, S49 =  8'd49,
	S50= 8'd50, S51 = 8'd51, S52 = 8'd52,S53 =  8'd53, S54 =  8'd54, S55 =  8'd55,  S56 =  8'd56, S57 =  8'd57, S58 =  8'd58, S59 =  8'd59,
	S60= 8'd60, S61 = 8'd61, S62 = 8'd62,S63 =  8'd63, S64 =  8'd64, S65 =  8'd65,  S66 =  8'd66, S67 =  8'd67;
	always @(posedge Button[1], posedge Clock)begin
		if(Button[1] == 1)begin
			PS <= S0;
			end
		else PS <= NS;
	end
	always @(PS, Button[0])begin 
		case(PS)
				S0:begin
						if(Button[0])begin
							NS <= S1;
							Output[6:4] <= 3'b000;
					end
				end
				S1:if(!Button[0])begin
						if(Switch == 2'b00)
							NS <= S1;
						else if(Switch == 2'b01)
							NS <= S2;
						else if(Switch == 2'b10)
							NS <= S3;
						else if(Switch == 2'b11)
							NS <= S4;
					end
				S2:if(Button[0])
					NS <= S30;
				S3:if(Button[0])
					NS <= S49;
				S4:if(Button[0])
					NS <= S5;
				S5:if(!Button[0])begin
						if(Switch == 2'b00)
							NS <= S6;
						else if(Switch == 2'b01)
							NS <= S7;
						else if(Switch == 2'b10)
							NS <= S8;
						else if(Switch == 2'b11)
							NS <= S9;
					end
				S6:begin
					Output[1:0] <= 2'b00;
					if(Button[0])
						NS <= S10;
					end
				S7:begin
					Output[1:0] <= 2'b01;
					if(Button[0])
						NS <= S15;
					end
				S8:begin
					Output[1:0] <= 2'b10;
					if(Button[0])
						NS <= S20;
					end
				S9:begin
					Output[1:0] <= 2'b11;
					if(Button[0])
						NS <= S25;
					end
				S10:if(!Button[0])begin
						if(Switch == 2'b00)
							NS <= S11;
						else if(Switch == 2'b01)
							NS <= S12;
						else if(Switch == 2'b10)
							NS <= S13;
						else if(Switch == 2'b11)
							NS <= S14;
					end
				S11:begin
						Output[3:2] <= 2'b00;
						Output[6:4] <= 3'b111;
						NS <= S0;
					end
				S12:begin
						Output[3:2] <= 2'b01;
						Output[6:4] <= 3'b111;
						NS <= S0;
					end
				S13:begin
						Output[3:2] <= 2'b10;
						Output[6:4] <= 3'b111;
						NS <= S0;
					end
				S14:begin
						Output[3:2] <= 2'b11;
						Output[6:4] <= 3'b111;
						NS <= S0;
					end
				S15:if(!Button[0])begin
						if(Switch == 2'b00)
							NS <= S16;
						else if(Switch == 2'b01)
							NS <= S17;
						else if(Switch == 2'b10)
							NS <= S18;
						else if(Switch == 2'b11)
							NS <= S19;
					end
				S16:begin
						Output[3:2] <= 2'b00;
						Output[6:4] <= 3'b111;
						NS <= S0;
					end
				S17:begin
						Output[3:2] <= 2'b01;
						Output[6:4] <= 3'b111;
						NS <= S0;
					end
				S18:begin
						Output[3:2] <= 2'b10;
						Output[6:4] <= 3'b111;
						NS <= S0;
					end
				S19:begin
						Output[3:2] <= 2'b11;
						Output[6:4] <= 3'b111;
						NS <= S0;
					end
				S20:if(!Button[0])begin
						if(Switch == 2'b00)
							NS <= S21;
						else if(Switch == 2'b01)
							NS <= S22;
						else if(Switch == 2'b10)
							NS <= S23;
						else if(Switch == 2'b11)
							NS <= S24;
					end
				S21:begin
						Output[3:2] <= 2'b00;
						Output[6:4] <= 3'b111;
						NS <= S0;
					end
				S22:begin
						Output[3:2] <= 2'b01;
						Output[6:4] <= 3'b111;
						NS <= S0;
					end
				S23:begin
						Output[3:2] <= 2'b10;
						Output[6:4] <= 3'b111;
						NS <= S0;
					end
				S24:begin
						Output[3:2] <= 2'b11;
						Output[6:4] <= 3'b111;
						NS <= S0;
					end
				S25:if(!Button[0])begin
						if(Switch == 2'b00)
							NS <= S26;
						else if(Switch == 2'b01)
							NS <= S27;
						else if(Switch == 2'b10)
							NS <= S28;
						else if(Switch == 2'b11)
							NS <= S29;
					end
				S26:begin
						Output[3:2] <= 2'b00;
						Output[6:4] <= 3'b111;
						NS <= S0;
					end
				S27:begin
						Output[3:2] <= 2'b01;
						Output[6:4] <= 3'b111;
						NS <= S0;
					end
				S28:begin
						Output[3:2] <= 2'b10;
						Output[6:4] <= 3'b111;
						NS <= S0;
					end
				S29:begin
						Output[3:2] <= 2'b11;
						Output[6:4] <= 3'b111;
						NS <= S0;
					end
				S30:if(!Button[0])begin
						if(Switch == 2'b00)
							NS <= S2;
						else if(Switch == 2'b01)
							NS <= S31;
						else if(Switch == 2'b10)
							NS <= S32;
						else if(Switch == 2'b11)
							NS <= S33;
					end
				S31:if(Button[0])
					NS <= S34;
				S32:if(Button[0])
					NS <= S39;
				S33:if(Button[0])
					NS <= S44;
				S34:if(!Button[0])begin
						if(Switch == 2'b00)
							NS <= S35;
						else if(Switch == 2'b01)
							NS <= S36;
						else if(Switch == 2'b10)
							NS <= S37;
						else if(Switch == 2'b11)
							NS <= S38;
					end
				S35:begin
						Output[6:4] <= 3'b000;
						NS <= S0;
					end
				S36:begin
						Output[6:4] <= 3'b001;
						NS <= S35;
					end
				S37:begin
						Output[6:4] <= 3'b001;
						NS <= S36;
					end
				S38:begin
						Output[6:4] <= 3'b001;
						NS <= S37;
					end
				S39:if(!Button[0])begin
						if(Switch == 2'b00)
							NS <= S40;
						else if(Switch == 2'b01)
							NS <= S41;
						else if(Switch == 2'b10)
							NS <= S42;
						else if(Switch == 2'b11)
							NS <= S43;
					end
				S40:begin
						Output[6:4] <= 3'b000;
						NS <= S0;
					end
				S41:begin
						Output[6:4] <= 3'b011;
						NS <= S40;
					end
				S42:begin
						Output[6:4] <= 3'b011;
						NS <= S41;
					end
				S43:begin
						Output[6:4] = 3'b011;
						NS <= S42;
					end
				S44:if(!Button[0])begin
						if(Switch == 2'b00)
							NS <= S45;
						else if(Switch == 2'b01)
							NS <= S46;
						else if(Switch == 2'b10)
							NS <= S47;
						else if(Switch == 2'b11)
							NS <= S48;
					end
				S45:begin
						Output[6:4] <= 3'b000;
						NS <= S0;
					end
				S46:begin
						Output[6:4] <= 3'b101;
						NS <= S45;
					end
				S47:begin
						Output[6:4] <= 3'b101;
						NS <= S46;
					end
				S48:begin
						Output[6:4] <= 3'b101;
						NS <= S47;
					end
				S49:if(!Button[0])begin
						if(Switch == 2'b00)
							NS <= S3;
						else if(Switch == 2'b01)
							NS <= S50;
						else if(Switch == 2'b10)
							NS <= S56;
						else if(Switch == 2'b11)
							NS <= S62;
					end
				S50:if(Button[0])
					NS <= S51;
				S51:if(!Button[0])begin
						if(Switch == 2'b00)
							NS <= S52;
						else if(Switch == 2'b01)
							NS <= S53;
						else if(Switch == 2'b10)
							NS <= S54;
						else if(Switch == 2'b11)
							NS <= S55;
					end
				S52:begin
						Output[6:4] <= 3'b000;
						NS <= S0;
					end
				S53:begin
						Output[6:4] <= 3'b010;
						NS <= S52;
					end
				S54:begin
						Output[6:4] <= 3'b010;
						NS <= S53;
					end
				S55:begin
						Output[6:4] <= 3'b010;
						NS <= S54;
					end
				S56:if(Button[0])
					NS <= S57;
				S57:if(!Button[0])begin
						if(Switch == 2'b00)
							NS <= S58;
						else if(Switch == 2'b01)
							NS <= S59;
						else if(Switch == 2'b10)
							NS <= S60;
						else if(Switch == 2'b11)
							NS <= S61;
					end
				S58:begin
						Output[6:4] <= 3'b000;
						NS <= S0;
					end
				S59:begin
						Output[6:4] <= 3'b100;
						NS <= S58;
					end
				S60:begin
						Output[6:4] <= 3'b100;
						NS <= S59;
					end
				S61:begin
						Output[6:4] <= 3'b100;
						NS <= S60;
					end
				S62:if(Button[0])
					NS <= S63;
				S63:if(!Button[0])begin
						if(Switch == 2'b00)
							NS <= S64;
						else if(Switch == 2'b01)
							NS <= S65;
						else if(Switch == 2'b10)
							NS <= S66;
						else if(Switch == 2'b11)
							NS <= S67;
					end
				S64:begin
						Output[6:4] <= 3'b000;
						NS <= S0;
					end
				S65:begin
						Output[6:4] <= 3'b110;
						NS <= S64;
					end
				S66:begin
						Output[6:4] <= 3'b110;
							NS <= S65;
					end
				S67:begin
						Output[6:4] <= 3'b110;
						NS <= S65;
					end
				default: NS <=S0;
		endcase
	end
endmodule
module SequentialCircuit(Switch, Button, Clock, Q);
input [1:0] Switch, Button;
input Clock;
output[3:0] Q;
wire [6:0] Output;
	FSM X1(.Switch(Switch),.Button(Button),.Clock(Clock),.Output(Output));
	UniversalShift X2(Output[6:4],Output[3:0],Clock,Q);
endmodule
module UniversalShift(S,L,Clock, Q);
	input [0:3]L;
	input [2:0]S;
	input Clock;
	output [0:3]Q;
	wire i, i1, i2, i3;
	mux u(.S(S),.X({L[0],Q[1],Q[0],Q[1],1'b0,Q[1],Q[3],Q[0]}),.Out(i));
	mux u1(.S(S),.X({L[1],Q[2],Q[0],Q[2],Q[0],Q[2],Q[0],Q[1]}),.Out(i1));
	mux u2(.S(S),.X({L[2],Q[3],Q[1],Q[3],Q[1],Q[3],Q[1],Q[2]}),.Out(i2));
	mux u3(.S(S),.X({L[3],1'b0,Q[2],1'b0,Q[2],Q[0],Q[2],Q[3]}),.Out(i3));
	dflipflop q(i,Clock, Q[0]);
	dflipflop q1(i1,Clock, Q[1]);
	dflipflop q2(i2,Clock, Q[2]);
	dflipflop q3(i3,Clock, Q[3]);
endmodule
module dflipflop(I,Clock,Q);
	input I;
	input Clock;
	output reg Q;
	always @(posedge Clock) begin
		Q <= I;
	end
endmodule
module mux(S,X,Out);
input [2:0]S;
input [7:0]X;
output reg Out;
	always @(*) begin
	case(S)
		0: Out <= X[0];
		1: Out <= X[1];
		2: Out <= X[2];
		3: Out <= X[3];
		4: Out <= X[4];
		5: Out <= X[5];
		6: Out <= X[6];
		7: Out <= X[7];
	endcase
end
endmodule
[/design/flow/run.sh]
#!/bin/bash
# OpenROAD 26Q1-2900-gdf79404cd8, Yosys 0.63+post, stock flow scripts
make -C /OpenROAD-flow-scripts/flow DESIGN_CONFIG=/design/flow/config.mk WORK_HOME=/design/flow/orfs finish
[/design/flow/config.mk]
export PLATFORM = sky130hd
export DESIGN_NAME = SequentialCircuit
export DESIGN_NICKNAME = SequentialCircuit
export VERILOG_FILES = /design/flow/design.v
export SDC_FILE = /design/flow/constraint.sdc
export NUM_CORES = 4
export LEC_CHECK = 1
export CORE_AREA = 10 10 113 113
export DIE_AREA = 0 0 123 123
[/design/flow/constraint.sdc]
current_design SequentialCircuit

set clk_period 1.1
set clk_io_pct 0.2

create_clock -name clk0 -period $clk_period [get_ports {Clock}]

set non_clock_inputs [all_inputs -no_clocks]
set_input_delay [expr $clk_period * $clk_io_pct] -clock clk0 $non_clock_inputs
set_output_delay [expr $clk_period * $clk_io_pct] -clock clk0 [all_outputs]
==> impl_metrics.csv <==
group,metric,value,unit
logic_synthesis,yosysTopAreaCellShare,9.03,%
logic_synthesis,yosys-top-cells-count,"nand2_1 (19), nor2_1 (19), o21ai_0 (19)",
worst_setup_path,r2r_slack,-70,ps
global_routing,grt-ovfl-total,0,
clocking,cts_hold_buf,0,
floorplanning,ios,9,
sta,final.setup_skew,0.306,ps
floorplanning,core_area,0.0103,mm²
logic_synthesis,yosys_warnings,3,
sta,holdWs,196,ps
worst_setup_path,cp_max_fo,2,
cells_and_area,regArea,505,µm²
floorplanning,core.rowCount,37,
logic_synthesis,netlist_area,0.00233,mm²
clocking,htreeDepth,1,
worst_setup_path,r2r_cells,4,
global_routing,first_global_vias,2121,
global_routing,grt_max_degree,46,
status,status,"finished with violations",
logic_synthesis,yosysCellCount,313,
sta,max_slew_margin,45.7,%
sta,unclocked_pins,14,
logic_synthesis,synthCells,313,
route,vias_per_cell,5.70,
worst_setup_path,worst_r2r_endpoint,"X2.q.Q",
route,drt_iter0_drc,486,
route,wl,6.89,mm
power,power_density,994,mW/mm²
status,violations,"negative setup slack",
cells_and_area,final_core_util,24.5,%
route,antenna_cells,0,
cells_and_area,fill_cells,1114,
cells_and_area,drive_gt1_share,8.36,%
sta,fmax,856,MHz
logic_synthesis,synth-async-reset-ratio,28.0,%
worst_setup_path,r2r-start,"X2.q1.Q",
clocking,cts_buffers,3,
worst_setup_path,critPathTopFamily,"flip-flops",
worst_setup_path,cp_slowest_cell,"edfxtp_1",
placed_design,place.port_buffers,8,
power,peakVddDrop,0.589,mV
floorplanning,fp_util,22.5,%
route,first_pass_iters,6,
sta,worstMarginPinSlew,814,ps
cells_and_area,area_delta_synth_final,8.55,%
worst_setup_path,end_kind,"flip-flop",
global_routing,grt_pass1_wl,11.4,mm
clocking,cts_tree,"done",
route,dr_total_vias,2479,
sta,fin_crit_sh,106,%
worst_setup_path,worst_path_largest_cell_delay,380,ps
worst_setup_path,cp.arrival,1140,ps
route,antenna_left,0,
floorplanning,die_w,123,µm
sta,drv_slew,0,
hold_path,min_path_type,"in -> async",
route,wl_per_cell,15.8,µm
cells_and_area,mi_logic_area,0.00159,mm²
worst_setup_path,crit_buf_inv,1,
global_routing,grt_use_total,9.01,%
logic_synthesis,yosys.area.top_type,"dlxtn_1",
logic_synthesis,ys.flop_type,"dlxtn_1",
sta,setup_ws,-68.2,ps
sta,untimed_endpoints,25,
clocking,clock_path_buffers,2,
placed_design,hpwlAfterDp,4.80,mm
floorplanning,die_h,123,µm
worst_setup_path,crit_chain,"buf_4 > nor2b_4 > a31oi_1 > o221ai_1",
worst_setup_path,worst-endpoint-required,1070,ps
sta,rsz0062_at_grt,"yes",
power,power_leakage,0.911,nW
logic_synthesis,area_leaders,"dlxtn_1 (9.0%), dfrtp_1 (7.5%), edfxtp_1 (5.2%), o21ai_0 (4.1%), buf_2 (3.9%)",
sta,setup_viol,1,
worst_setup_path,critPathLaunchType,"flip-flop",
logic_synthesis,edf_count,4,
sta,min_period,1170,ps
route,drc,0,
flow_run,warnings,33,
logic_synthesis,ys_area,0.00233,mm²
clocking,cts.clk_slew.worst_paths,50,ps
floorplanning,die_area,0.0151,mm²
clocking,clockRootBuffer,"clkbuf_8",
sta,hold_violations,0,
placed_design,gp_congestion,0.964,
clocking,clk_latency,240,ps
worst_setup_path,critical_path_class,"reg -> reg",
logic_synthesis,syn_avg_cell_area,7.44,µm²
global_routing,antenna_found_initial,0,
logic_synthesis,ys_ff,25,
power,totalPowerFinal,2.51,mW
logic_synthesis,yosysUniqueCellTypes,75,
flow_run,max_cap_violations,0,
-- layout make-up --
| class | count | share of cell area [%] |
|---|---|---|
| Inverter | 13 | 1.93 |
| Multi-Input combinational cell | 238 | 63.0 |
| Sequential cell | 25 | 20.0 |
| Clock buffer | 4 | 1.78 |
| Timing Repair Buffer | 19 | 6.54 |
| Tap cell | 136 | 6.74 |
-- kinds of logic (layout without fill, tap and decap cells) --
group | Yosys count | in the layout | share of synthesized area, %
and+or+nand+nor | 122 | 122 | 30.4
AOI/OAI and AO/OA | 102 | 102 | 30.9
buffers and inverters | 50 | 36 | 10.5
latches | 14 | 14 | 9.03
DFF | 11 | 11 | 12.7
adders and majority gates | 7 | 7 | 3.76
xor gates and xnor gates | 5 | 5 | 1.88
muxes | 2 | 2 | 0.914
-- report_power, final --
group / internal (mW) / total [mW] / leakage (nW) / switching, mW
Clock: 0.254 / 0.398 / 0.0228 / 0.145
Combinational: 0.592 / 1.37 / 0.646 / 0.782
Sequential: 0.658 / 0.738 / 0.242 / 0.0801
-- state kept, by name, indices dropped and copies added, names as in the netlist --
signal,count
X2.q.Q,1
X1.NS,7
X2.q2.Q,1
X1.Output,7
X2.q1.Q,1
X1.PS,7
X2.q3.Q,1
-- per-layer routing --
metal	global-route usage, %	up-vias	share of wire (%)
li1	-	1154	-
met1	13.5	1150	45
met2	13.5	155	43
met3	1.53	20	9.7
met4	1.38	0	2.5
met5	0	-	0
-- what timing repair did --
item                                   CTS  global route
pin swaps                                1             3
endpoints found under the hold margin    0             0
resized                                  6             9
cloned                                   0             0
setup buffers                            4             1
setup endpoints to repair                4             8
-- placed cells by master, fill, tap and decap left out, types with 7 or more instances in the layout --
cell      Yosys  layout
o21ai_0      19      17
nor2_1       19      19
nor2b_1      10       9
a21oi_1      15      15
nor3_1        8       8
nand3_1      10      10
ha_1          7       7
dlxtn_1      14      14
buf_4         7      10
inv_1        11      10
o211ai_1      8       8
dfrtp_1       7       7
or3_1         7       7
nand2_1      19      19
-- metrics by stage --
step,worst slack (ps),TNS (ps),instance area [µm²],cells
after floorplan,67.3,0,2330,313
after global placement,15.0,0,2450,429
after detailed placement,7.76,0,2450,429
after CTS,-69.9,-120,2520,437
after global routing,-105,-140,2530,435
final,-68.2,-68.2,2530,435
-- how the worst max path moves through the flow --
| stage | endpoint | cells past startpoint | slack [ps] | start |
|---|---|---|---|---|
| 4_1_cts | X2.q.Q | 4 | -70 | X2.q1.Q |
| 5_1_grt | X2.q.Q | 4 | -100 | X2.q1.Q |
| 6_report | X2.q.Q | 4 | -70 | X2.q1.Q |
-- worst register-to-register path: cells and delay by family, from the launching register on --
family | cells | cell delay [ps]
flip-flops | 1 | 380
buffers and inverters | 1 | 150
AND/OR/NAND/NOR | 1 | 110
AND-OR/OR-AND | 2 | 280
Power and IR drop assume default switching activity.
